==> flow/design.v <==
module uart_tx (
    input wire clk,
    input wire rst,
    input wire s_tick,        
    input wire tx_start,      
    input wire [7:0] tx_data_in,  
    output reg tx_done_tick,  
    output reg tx             
);
    localparam [1:0] 
        idle  = 2'b00,
        start = 2'b01,
        data  = 2'b10,
        stop  = 2'b11;
    reg [1:0] state_reg, state_next;
    reg [3:0] s_reg, s_next;  
    reg [2:0] n_reg, n_next;  
    reg [7:0] b_reg, b_next;  
    reg tx_reg, tx_next;
    always @(posedge clk or posedge rst) begin
        if (rst) begin
            state_reg <= idle;
            s_reg <= 0; n_reg <= 0; b_reg <= 0; tx_reg <= 1'b1;
        end else begin
            state_reg <= state_next;
            s_reg <= s_next;
            n_reg <= n_next;
            b_reg <= b_next;
            tx_reg <= tx_next;
        end
    end
    always @* begin
        state_next = state_reg;
        s_next = s_reg;
        n_next = n_reg;
        b_next = b_reg;
        tx_next = tx_reg;
        tx_done_tick = 1'b0;
        case (state_reg)
            idle: begin
                tx_next = 1'b1;  
                if (tx_start) begin
                    state_next = start;
                    s_next = 0;
                    b_next = tx_data_in;
                end
            end
            start: begin
                tx_next = 1'b0;  
                if (s_tick) begin
                    if (s_reg == 15) begin  
                        state_next = data;
                        s_next = 0;
                        n_next = 0;
                    end else
                        s_next = s_reg + 1;
                end
            end
            data: begin
                tx_next = b_reg[0];  
                if (s_tick) begin
                    if (s_reg == 15) begin
                        s_next = 0;
                        b_next = b_reg >> 1;  
                        if (n_reg == 7)
                            state_next = stop;
                        else
                            n_next = n_reg + 1;
                    end else
                        s_next = s_reg + 1;
                end
            end
            stop: begin
                tx_next = 1'b1;  
                if (s_tick) begin
                    if (s_reg == 15) begin
                        state_next = idle;
                        tx_done_tick = 1'b1;
                    end else
                        s_next = s_reg + 1;
                end
            end
        endcase
    end
    assign tx = tx_reg;
endmodule
==> flow/run.sh <==
#!/bin/bash
# OpenROAD 26Q1-2900-gdf79404cd8, Yosys 0.63+post, stock flow scripts
make -C /OpenROAD-flow-scripts/flow DESIGN_CONFIG=/design/flow/config.mk WORK_HOME=/design/flow/orfs finish
==> flow/config.mk <==
export PLATFORM = sky130hd
export DESIGN_NAME = uart_tx
export DESIGN_NICKNAME = uart_tx
export VERILOG_FILES = /design/flow/design.v
export SDC_FILE = /design/flow/constraint.sdc
export NUM_CORES = 4
export LEC_CHECK = 1
export CORE_AREA = 10 10 100 100
export DIE_AREA = 0 0 110 110
==> flow/constraint.sdc <==
current_design uart_tx

set clk_period 4.3
set clk_io_pct 0.2

create_clock -name clk0 -period $clk_period [get_ports {clk}]

set non_clock_inputs [all_inputs -no_clocks]
set_input_delay [expr $clk_period * $clk_io_pct] -clock clk0 $non_clock_inputs
set_output_delay [expr $clk_period * $clk_io_pct] -clock clk0 [all_outputs]
==> flow_summary.json <==
{
  "fin_crit_ns": 3.28,
  "core_mm2": 0.00781,
  "ys_area_mm2": 0.00103,
  "drive_above_1_share_pct": 8.62,
  "ys.flop_type": "dfrtp_1",
  "antenna_cells": 0,
  "syn_to_final_growth_pct": 26.9,
  "io_pins": 14,
  "routed_wire_length_per_instance_um": 10.7,
  "fp_util_pct": 13.2,
  "max_cap_viol_count": 0,
  "netlist_top_cells_count": "dfrtp_1 (18), nand2_1 (13), o22ai_1 (13)",
  "grt_max_degree": 21,
  "powerDensity_mw_per_mm2": 276,
  "power.switching_mw": 0.0749,
  "ys_warn_count": 2,
  "synth_top_cell_by_count": "dfrtp_1",
  "fillers": 872,
  "syn_area_mm2": 0.00103,
  "vias": 836,
  "power_frac_comb_pct": 6.0,
  "ys_sh_adder_pct": 3.63,
  "gr-total-overflow": 0,
  "finalPower_mw": 0.361,
  "rsz0062_at_grt": "no",
  "critPathArrivalTime_ns": 2.42,
  "slowest_delay_ns": 0.56,
  "ys_top_cells_by_area": "dfrtp_1 (44%), o22ai_1 (7.9%), dfstp_2 (5.1%)",
  "ctsHoldBuffers": 0,
  "numPortBuffers": 13,
  "postCtsSetupBuffers": 0,
  "fp.dieW_um": 110,
  "aoi_share_pct": 26.2,
  "ir_drop_mv": 0.0902,
  "top_area_share_pct": 43.6,
  "clkTransAtPathRegs_ns": 0.07,
  "fin_skew_ns": 0.00338,
  "ant_nets": 0,
  "yosysSeqAreaShare_pct": 48.7,
  "clkPwrFrac_pct": 40.1,
  "async_reset_ff_share_pct": 100,
  "clockBufferDepth": 2,
  "tns_ns": 0,
  "cp_top_family": "buffers and inverters",
  "cts_sinks": 20,
  "fin_hold_ws_ns": 0.504,
  "grt_usage_pct": 3.90,
  "cts_tree": "built",
  "worstSetupPathType": "in2out",
  "cp_slowest_cell": "clkdlybuf4s50_1",
  "fin_util_pct": 16.8,
  "die_height_um": 110,
  "clockRootBuffer": "clkbuf_8",
  "edf_count": 0,
  "syn-mean-instance-area_um2": 9.94,
  "warning_count": 25,
  "simple_gate_area_share_pct": 15.6,
  "crit_top_cell": "clkdlybuf4s50_1",
  "drt-pass1-iter-count": 6,
  "startpoint_type": "input port",
  "power_frac_seq_pct": 53.9,
  "cts_resized": 0,
  "period_used_pct": 76.2,
  "drc": 0,
  "std_cell_rows": 32,
  "numCtsBuffers": 3,
  "largest_reg_flops": 8,
  "ys_top_logic_family": "AND-OR/OR-AND gates",
  "htree_levels": 1,
  "ys_cells": 104,
  "post_drt_via_cell_ratio": 3.83,
  "synth.distinct_cells": 31,
  "drt_iter0_markers": 49,
  "wl_um": 2340,
  "synthDominantAreaCellType": "dfrtp_1",
  "worst_ep_required_time_ns": 3.44,
  "critPathCaptureType": "primary output",
  "crit_fanout": 10,
  "ys_ff": 20,
  "swShare_pct": 20.7,
  "max_slew_margin_pct": 47.5,
  "path_buffers": 2,
  "hpwl_um": 1730,
  "fmax_mhz": 305,
  "hold_viol_final": 0,
  "intPower_mw": 0.286,
  "layoutNonFillerInstCount": 218,
  "xor_share_pct": 0,
  "syn_inst": 104,
  "setup-violations-final": 0,
  "tightest_slew_ns": 0.787,
  "clk_latency_ns": 0.26,
  "status": "finished, final reports clean",
  "gp_congestion": 0.760,
  "antenna_found_initial": 0,
  "die_area_mm2": 0.0121,
  "place_inst": 214,
  "grt_pass1_wl_um": 3880,
  "power_leakage_nw": 0.537,
  "slew_violations": 0,
  "grt_pass1_vias": 787,
  "mux_share_pct": 1.09,
  "hp-class": "reg2reg",
  "crit_path_cell_trace": "clkdlybuf4s50_1 > nand4_1 > nor2_1 > clkdlybuf4s50_1"
}
-- tightest hold or removal path, delay by kind of cell, from the launching register on --
kind          cells  cell delay (ns)
simple gates      2             0.09
flops             1             0.38
-- power by group through the flow --
stage	clock network (mW)	registers (mW)	logic, mW
after CTS	0.149	0.195	0.0225
final	0.145	0.195	0.0217
after global routing	0.157	0.195	0.0243
-- per-layer routing --
layer	up-vias	global-route usage, %	wire, um
met2	17	5.63	1080
met3	5	1.06	111
li1	422	-	-
met5	-	0	0
met1	392	5.74	1100
met4	0	0.743	44
-- path summary, 6_finish.rpt --
path,cells after the start,endpoint,startpoint,slack (ns)
worst min-delay path,2,state_reg[2],state_reg[0],0.50
min in group asynchronous,2,b_reg[4],rst,1.04
max in group asynchronous,2,state_reg[2],rst,2.76
worst min register to register,2,state_reg[2],state_reg[0],0.50
worst max-delay path,4,tx_done_tick,s_tick,1.02
worst max register to register,5,b_reg[6],s_reg[0],2.48
-- logic make-up after synthesis --
logic type / count (synthesis)
flip-flops: 20
multiplexers: 1
AND/OR/NAND/NOR: 31
adder cells (fa/ha/maj): 3
AND-OR/OR-AND: 40
buffers and inverters: 9
-- metrics by stage --
step	setup slack, ns	instance area [um2]
floorplan	2.25	1030
global route	0.891	1310
global placement	1.03	1260
detailed placement	1.02	1260
finish	1.02	1310
CTS	1.01	1310
-- placed cells by master (no fill, tap or decap), drive strengths merged, types with 2 or more instances in the layout --
| cell | Yosys | routed |
|---|---|---|
| dfrtp | 18 | 18 |
| nand2 | 13 | 13 |
| o22ai | 13 | 13 |
| clkdlybuf4s50 | 0 | 13 |
| a21oi | 9 | 9 |
| a22o | 6 | 6 |
| nor2 | 5 | 5 |
| o21ai | 5 | 5 |
| inv | 4 | 4 |
| nand3 | 4 | 4 |
| clkbuf | 2 | 4 |
| ha | 3 | 3 |
| nand2b | 2 | 2 |
| dfstp | 2 | 2 |
| nor3 | 2 | 2 |
-- layout make-up --
type	count	area (um2)	share of cell area [%]
Sequential cell	20	503	38.4
Clock buffer	4	55.1	4.20
Multi-Input combinational cell	75	480	36.6
Timing Repair Buffer	13	130	9.92
Inverter	4	15.0	1.15
Tap cell	102	128	9.73
Power is estimated from default activity; no workload was simulated.
