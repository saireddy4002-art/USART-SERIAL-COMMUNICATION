File: ./run.sh
#!/bin/bash
# OpenROAD 26Q1-2900-gdf79404cd8, Yosys 0.63+post, stock flow scripts
make -C /OpenROAD-flow-scripts/flow DESIGN_CONFIG=/design/flow/config.mk WORK_HOME=/design/flow/orfs finish
File: ./constraint.sdc
current_design uart_rx

set clk_period 3.9
set clk_io_pct 0.2

create_clock -name clk0 -period $clk_period [get_ports {clk}]

set non_clock_inputs [all_inputs -no_clocks]
set_input_delay [expr $clk_period * $clk_io_pct] -clock clk0 $non_clock_inputs
set_output_delay [expr $clk_period * $clk_io_pct] -clock clk0 [all_outputs]
File: ./design.v
module uart_rx (
    input wire clk,
    input wire rst,
    input wire rx,            
    input wire s_tick,        
    output reg rx_done_tick,  
    output reg [7:0] rx_data_out  
);
    localparam [1:0] 
        idle  = 2'b00,
        start = 2'b01,
        data  = 2'b10,
        stop  = 2'b11;
    reg [1:0] state_reg, state_next;
    reg [3:0] s_reg, s_next;  
    reg [2:0] n_reg, n_next;  
    reg [7:0] b_reg, b_next;  
    always @(posedge clk or posedge rst) begin
        if (rst) begin
            state_reg <= idle;
            s_reg <= 0; n_reg <= 0; b_reg <= 0;
        end else begin
            state_reg <= state_next;
            s_reg <= s_next;
            n_reg <= n_next;
            b_reg <= b_next;
        end
    end
    always @* begin
        state_next = state_reg;
        s_next = s_reg;
        n_next = n_reg;
        b_next = b_reg;
        rx_done_tick = 1'b0;
        case (state_reg)
            idle: begin
                if (~rx) begin  
                    state_next = start;
                    s_next = 0;
                end
            end
            start: begin
                if (s_tick) begin
                    if (s_reg == 7) begin  
                        state_next = data;
                        s_next = 0;
                        n_next = 0;
                    end else
                        s_next = s_reg + 1;
                end
            end
            data: begin
                if (s_tick) begin
                    if (s_reg == 15) begin  
                        s_next = 0;
                        b_next = {rx, b_reg[7:1]};  
                        if (n_reg == 7)
                            state_next = stop;
                        else
                            n_next = n_reg + 1;
                    end else
                        s_next = s_reg + 1;
                end
            end
            stop: begin
                if (s_tick) begin
                    if (s_reg == 15) begin
                        state_next = idle;
                        rx_done_tick = 1'b1;  
                    end else
                        s_next = s_reg + 1;
                end
            end
        endcase
    end
    assign rx_data_out = b_reg;
endmodule
File: ./config.mk
export PLATFORM = sky130hd
export DESIGN_NAME = uart_rx
export DESIGN_NICKNAME = uart_rx
export VERILOG_FILES = /design/flow/design.v
export SDC_FILE = /design/flow/constraint.sdc
export NUM_CORES = 4
export LEC_CHECK = 1
export CORE_AREA = 10 10 84 84
export DIE_AREA = 0 0 94 94
==> impl_metrics.xml <==
<?xml version="1.0" encoding="UTF-8"?>
<metrics>
  <group name="worst_hold_path">
    <metric name="min_delay_path_depth" unit="">1</metric>
    <metric name="hold_class" unit="">flop to flop</metric>
    <metric name="hold-path-endpoint" unit="">b_reg[0]</metric>
    <metric name="timing.hold.worst.start" unit="">b_reg[0]</metric>
  </group>
  <group name="placed_design">
    <metric name="portBuffers" unit="">12</metric>
    <metric name="placed_area" unit="µm²">1140</metric>
    <metric name="gp_congestion" unit="">0.824</metric>
    <metric name="hpwl" unit="mm">1.34</metric>
    <metric name="place_worst_setup_slack" unit="ns">0.893</metric>
    <metric name="placed_cells" unit="">162</metric>
  </group>
  <group name="layout">
    <metric name="flip_flop_count_of_the_largest_register_all_copies_and_words_added" unit="">8</metric>
    <metric name="layoutNonFillerInstCount" unit="">166</metric>
    <metric name="post-route-util" unit="%">22.7</metric>
    <metric name="post_route_cells_drive_above_1_share" unit="%">17.7</metric>
    <metric name="postLayoutCellArea" unit="µm²">1180</metric>
    <metric name="fillerInstances" unit="">582</metric>
    <metric name="final_layout_top_logic_cell" unit="">dfrtp_1</metric>
    <metric name="layout_top_cells_excl_fill_tap" unit="">dfrtp_1, clkdlybuf4s50_1, mux2_2</metric>
    <metric name="area_growth_syn_to_layout" unit="%">24.7</metric>
  </group>
  <group name="route">
    <metric name="route.antenna.diode_count" unit="">0</metric>
    <metric name="detail_route.wl_per_cell" unit="µm">10.9</metric>
    <metric name="route.detailed.drc" unit="">0</metric>
    <metric name="route.detailed.vias_per_inst" unit="">3.92</metric>
    <metric name="detail_route.iter0.violations" unit="">13</metric>
    <metric name="vias" unit="">650</metric>
    <metric name="finalWirelength" unit="mm">1.81</metric>
    <metric name="detailedRoute.firstPassIterationCount" unit="">4</metric>
    <metric name="postRouteAntennaNets" unit="">0</metric>
  </group>
  <group name="global_routing">
    <metric name="vias_in_the_first_global_route" unit="">656</metric>
    <metric name="total_routing_usage_reported_by_global_routing" unit="%">4.14</metric>
    <metric name="gr-total-overflow" unit="">0</metric>
    <metric name="antenna_violations_before_repair" unit="">0</metric>
    <metric name="grt_pass1_wl" unit="mm">3.10</metric>
    <metric name="grt_start_max_net_pins" unit="">20</metric>
  </group>
  <group name="setup_path">
    <metric name="worstPathArrival" unit="ns">2.22</metric>
    <metric name="timing.reg2reg.setup_slack" unit="ns">1.81</metric>
    <metric name="worstReg2RegEnd" unit="">b_reg[1]</metric>
    <metric name="worstPathBufferInverterCount" unit="">2</metric>
    <metric name="timing_worst_setup_path_type" unit="">input pin to output pin</metric>
    <metric name="startpoint_type" unit="">input pin</metric>
    <metric name="worst_path_top_cell_family_by_delay" unit="">buffers and inverters</metric>
    <metric name="path_max_fanout" unit="">6</metric>
    <metric name="critPathMaxStageDelay" unit="ns">0.57</metric>
    <metric name="reg2regPathDepth" unit="">4</metric>
    <metric name="timing.critical_path.required" unit="ns">3.12</metric>
    <metric name="critical_path.slowest_cell" unit="">clkdlybuf4s50_1</metric>
    <metric name="crit_path_cell_trace" unit="">clkdlybuf4s50_1, and3_1, and3_1, clkdlybuf4s50_1</metric>
    <metric name="crit_path_end_kind" unit="">output pin</metric>
    <metric name="rr_startpoint" unit="">s_reg[0]</metric>
  </group>
  <group name="timing">
    <metric name="tightest_slew" unit="ns">0.743</metric>
    <metric name="maxClockFrequency" unit="MHz">333</metric>
    <metric name="clock_skew" unit="ns">0.00393</metric>
    <metric name="timing.final.setup_violations" unit="">0</metric>
    <metric name="final_period_minus_worst_setup_slack" unit="ns">3.00</metric>
    <metric name="holdWs" unit="ns">0.510</metric>
    <metric name="slew_viols_final" unit="">0</metric>
    <metric name="timing.max_slew.rel_slack" unit="%">50.4</metric>
    <metric name="post-route-period-util" unit="%">77.0</metric>
    <metric name="fin_ws" unit="ns">0.895</metric>
    <metric name="grt_setup_unrepaired" unit="">no</metric>
    <metric name="setup_total_negative_slack" unit="ns">0</metric>
    <metric name="hold_viol" unit="">0</metric>
  </group>
  <group name="synthesis">
    <metric name="synth.area.top_cells" unit="">dfrtp_1, mux2_2, ha_1</metric>
    <metric name="synth-area-yosys" unit="µm²">947</metric>
    <metric name="netlist-cell-type-count" unit="">24</metric>
    <metric name="yosys_register_bits" unit="">19</metric>
    <metric name="yosysWarnings" unit="">2</metric>
    <metric name="synth_area_per_cell" unit="µm²">11.3</metric>
    <metric name="synth_sequential_area_ratio" unit="%">50.3</metric>
    <metric name="synth_top_area_share" unit="%">47.6</metric>
    <metric name="syn-cell-area" unit="µm²">947</metric>
    <metric name="yosysCellCount" unit="">84</metric>
    <metric name="syn_inst" unit="">84</metric>
    <metric name="yosysTopAreaCell" unit="">dfrtp_1</metric>
  </group>
  <group name="clock_network">
    <metric name="ctsLongestPathBuffers" unit="">2</metric>
    <metric name="number_of_h_tree_levels" unit="">1</metric>
    <metric name="cts_bufs_inserted" unit="">3</metric>
    <metric name="clock_tree.root_cell" unit="">clkbuf_8</metric>
    <metric name="cts_resized" unit="">0</metric>
    <metric name="clock.latency.late_pin" unit="ns">0.25</metric>
    <metric name="clock_tree_sinks" unit="">19</metric>
    <metric name="tritoncts" unit="">yes</metric>
    <metric name="clkSlewWorstSetupHoldPaths" unit="ns">0.07</metric>
    <metric name="post-cts-setup-buffers" unit="">0</metric>
    <metric name="ctsHoldBuffers" unit="">0</metric>
  </group>
  <group name="power">
    <metric name="vdd_ir_drop_max" unit="V">0.000235</metric>
    <metric name="p_per_area" unit="nW/µm²">591</metric>
    <metric name="static-leakage-power" unit="nW">0.511</metric>
    <metric name="totalPowerFinal" unit="µW">698</metric>
  </group>
  <group name="job">
    <metric name="max_cap_viol_count" unit="">0</metric>
    <metric name="stage_log_warnings" unit="">25</metric>
  </group>
  <group name="floorplanning">
    <metric name="boundaryPins" unit="">13</metric>
    <metric name="floorplan.die_area" unit="µm²">8840</metric>
    <metric name="fp_util" unit="%">18.2</metric>
    <metric name="die_width" unit="µm">94</metric>
    <metric name="placeableCoreArea" unit="µm²">5200</metric>
    <metric name="floorplan.rows" unit="">26</metric>
    <metric name="dieHeight" unit="µm">94</metric>
  </group>
  <group name="run_status">
    <metric name="run_status" unit="">finished, final reports clean</metric>
  </group>
</metrics>
==> final cells by class <==
cell class | instances | area, µm² | area share [%]
sequential | 19 | 477 | 40.4
multi-input combinational | 55 | 429 | 36.3
timing repair buffer | 12 | 120 | 10.2
tap | 70 | 87.6 | 7.42
clock buffer | 4 | 45.0 | 3.81
inverter | 6 | 22.5 | 1.91
==> cell families after synthesis <==
family          after synthesis  share of synthesized area [%]
compound gates               20                           15.3
fa+ha+maj                     3                           3.96
buf+inv                      10                           4.36
flops                        19                           50.3
mux                          13                           15.2
simple gates                 19                           10.8
==> synthesized netlist by cell type <==
master and instances:
and2b_1 1, a21oi_1 6, buf_4 1, inv_1 6, nor3_1 1, o21a_1 2
o211ai_1 1, nand4_1 2, o31ai_1 1, nand4_2 1, a22o_1 1, dfrtp_1 18
mux2_2 11, o21ai_0 3, dfstp_2 1, and3_1 4, clkbuf_1 3, a21o_1 2
o22ai_1 3, nor2b_1 1, nand2_1 9, ha_1 3, a2111oi_4 1, mux2i_1 2
==> metal layers <==
metal,up-vias,global-route usage (%),part of all wire [%]
met5,-,0,0
met2,7,6.39,46
met3,2,0.889,3.8
met4,0,1.27,2.4
met1,316,5.65,48
li1,325,-,-
==> how the worst max path moves through the flow <==
stage / cells after the start / endpoint / startpoint
CTS: 4 / rx_done_tick / s_tick
global route: 4 / rx_done_tick / s_tick
finish: 4 / rx_done_tick / s_tick
==> power by group <==
group	switching (mW)	internal, mW	leakage (nW)	total (mW)
clock	0.0613	0.0725	0.0228	0.134
sequential	0.0727	0.270	0.228	0.343
combinational	0.0648	0.157	0.260	0.222
total	0.199	0.500	0.511	0.698
Power and IR drop assume default switching activity.
